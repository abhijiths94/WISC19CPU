--- flow/config.mk ---
export PLATFORM = sky130hd
export DESIGN_NAME = cache_fill_FSM
export DESIGN_NICKNAME = cache_fill_FSM
export VERILOG_FILES = /design/flow/design.v
export SDC_FILE = /design/flow/constraint.sdc
export NUM_CORES = 4
export LEC_CHECK = 1
export CORE_AREA = 10 10 75 75
export DIE_AREA = 0 0 85 85
--- flow/constraint.sdc ---
current_design cache_fill_FSM

set clk_period 1.8
set clk_io_pct 0.2

create_clock -name clk0 -period $clk_period [get_ports {clk}]

set non_clock_inputs [all_inputs -no_clocks]
set_input_delay [expr $clk_period * $clk_io_pct] -clock clk0 $non_clock_inputs
set_output_delay [expr $clk_period * $clk_io_pct] -clock clk0 [all_outputs]
--- flow/design.v ---
module dff (q, d, wen, clk, rst);
    output         q;  
    input          d;  
    input 	   wen;  
    input          clk;  
    input          rst;  
    reg            state;
    assign q = state;
    always @(posedge clk) begin
      state = rst ? 0 : (wen ? d : state);
    end
endmodule
  module cache_fill_FSM(clk, wen, rst_n, miss_detected, miss_address, memory_data, memory_data_valid, fsm_en_mem_arb,
						fsm_busy, cache_array_data, cache_count, write_data_array, write_tag_array, memory_address, write_valid_bit);
	input clk, rst_n, wen;
	input miss_detected; 			 
	input memory_data_valid; 		 
	input [15:0] memory_data; 		 
	input [15:0] miss_address; 		 
	input fsm_en_mem_arb;
	output reg fsm_busy; 			 
	output reg write_data_array; 	 
	output reg write_tag_array, write_valid_bit; 	 
	output reg [15:0] memory_address;  
	output reg [15:0] cache_array_data;   
	output reg [2:0] cache_count;   
	reg state,nxt_state;			 
	reg [2:0] addr_in, addr_out, count_in, count_out;
	reg [2:0] cache_memory_addr;
	wire ovfl1, ovfl2;
	reg inc;
	wire addr_valid_n;
	dff state_reg(.q(state), .d(nxt_state), .wen(wen), .clk(clk), .rst(rst_n));						 
	dff3_bit addr_counter(.q(addr_out), .d(addr_in), .wen(fsm_en_mem_arb & ~ovfl1 ), .clk(clk), .rst(rst_n | !state));			 
	Ripple_Carry_3_bit RC_addr(.s(addr_in), .ovflw(ovfl1), .c_out(), .a(addr_out), .b({2'b0, inc}), .c_in(1'b0));   
	dff3_bit cache_counter(.q(count_out), .d(count_in), .wen(fsm_en_mem_arb), .clk(clk), .rst(rst_n));			 
	Ripple_Carry_3_bit RC_addr2(.s(count_in), .ovflw(ovfl2), .c_out(), .a(count_out), .b({2'b0,write_data_array}), .c_in(1'b0));   
	dff ov_ff (.q(addr_valid_n), .d(ovfl1), .wen(1'b1), .clk(clk), .rst(rst_n));
	assign memory_address =  ~addr_valid_n ? {miss_address[15:4],cache_memory_addr, 1'b0} : 16'bz; 
	always@(*) begin
		case (state)
			1: 	begin	 
					fsm_busy = 1'h1;
					inc =  1;
					cache_array_data = memory_data_valid ? memory_data : 1'b0;
					cache_memory_addr = addr_out ;
					cache_count = count_out;
					write_data_array = memory_data_valid ? 1'b1 : 1'b0;
					nxt_state = (ovfl2 == 1) ? 0 : 1;
					write_tag_array = (ovfl2 == 1) ? 1 : 0;
					write_valid_bit = write_tag_array;
				end
			0:   
				begin	
					fsm_busy =   1'b0;
					write_data_array 	= 0;
					write_tag_array  	= 0;
					write_valid_bit  	= 0;
					cache_array_data 	= 16'h0;
					cache_memory_addr	= 3'h0;
					cache_count 		= 3'h0;
					inc = 0;
					nxt_state 	= (miss_detected ? 1'b1 : 1'b0);
				end
		endcase
	end
endmodule
module Ripple_Carry_3_bit(s,ovflw,c_out,a,b,c_in);
	input [2:0]a;	 
	wire a0=a[0];
	wire a1=a[1];
	wire a2=a[2];
	input [2:0]b;
	wire b0=b[0];	
	wire b1=b[1];
	wire b2=b[2];
	input c_in;
	output c_out;
	output [2:0]s;
	output ovflw;
	wire c1,c2;	
	fulladder FA0(s[0],c1,a0,b0,c_in),FA1(s[1],c2,a1,b1,c1),FA2(s[2],cout,a2,b2,c2);
	assign ovflw=cout;
endmodule
module dff3_bit (q, d, wen, clk, rst);
    output         [2:0]q;  
    input          [2:0]d;  
    input 	   	   wen;  
    input          clk;  
    input          rst;  
    reg            [2:0]state;
    assign q = state;
    always @(posedge clk) begin
      state = rst ? 0 : (wen ? d : state);
    end
endmodule
module fulladder(sum, c_out, a, b, c_in);
input a, b, c_in;
output sum, c_out;
assign sum = a ^ b ^ c_in;
assign c_out = (a&b) | (b&c_in) | (c_in&a);
endmodule
--- flow/run.sh ---
#!/bin/bash
# OpenROAD 26Q1-2900-gdf79404cd8, Yosys 0.63+post, stock flow scripts
make -C /OpenROAD-flow-scripts/flow DESIGN_CONFIG=/design/flow/config.mk WORK_HOME=/design/flow/orfs finish
==> results.txt <==
Results of the run.

The initial DRC count is 6. By startpoint and endpoint, the worst setup path is classified as flip-flop to output pin. The detailed-placement wirelength estimate is 1.737 mm.

For this run, the register share of the synthesized area comes to 23.43%. The last weighted congestion value of the routability-driven placer is 0.8114. The cell count after synthesis came out at 70. For this run, design rule violations remaining after detail routing come to 0. The maximum vdd drop is 305.3 uV. The maximum fanout count along the critical path is 2. The count of vias placed by the detailed router is 627.

Hold timing on the final database bottoms out at a slack of 0.5253 ns. The startpoint of the lowest-slack hold path is addr_counter.state[1]. The overall die height is 85 um. In the final report, the number of pins over their slew limit comes to 0.

The number of synthesized register bits is 7. During synthesis, Yosys emitted a total of 6 warnings. The number of global-route vias before repair is 646. TritonCTS reports the number of clock sinks as 7. The later-pin clock latency in the skew report is 0.22 ns. The aggregate routed wire length is 2.126 mm. The initialized floorplan defines 23 standard-cell rows. Post-synthesis, Yosys gives the total cell area as 598.1 um^2.

The setup slack after placement is -0.8396 ns. The arrival time reported for the critical path endpoint is 1.41 ns. The routed length per placed instance is 13.37 um. The global route stage reports its total congestion overflow as 0.

Walking the worst path, the cells encountered are and2_4, ha_4, ha_4, ha_4, and2_4, buf_6. The count of max-cap constraint violations is 0. The startpoint kind of the worst setup timing path is a flip-flop. STA puts the critical path data required time at 1.44 ns. The initial antenna violation count was 0. Before antenna repair, the detailed router went through 2 iterations. In this run the standard cell core region covers 0.004058 mm^2.

The highest clock rate this design can be run at is 563.8 MHz. The number of hold violations in the final report is 0. The final critical path time including I/O delays and setup is 1.774 ns. The run finished with clean final reports. The setup violation total in the final timing report is 0.

TritonCTS built the clock tree. The launch point of the worst register-to-register path is recorded as state_reg.state. The cell depth of the worst hold path is 2. The clock passes through at most 2 buffers. The total standard cell area after synthesis is 598.1 um^2. The clock tree root buffer cell is sky130_fd_sc_hd__clkbuf_8. STA classifies the critical path endpoint as an output pin.

The synthesized netlist contains 14 unique library cells. The deepest level of the CTS H-tree is 1. Setup repair after global routing could not meet its margin everywhere. The aggregate negative setup slack is 0 ns. The sink of the worst hold path is addr_counter.state[1].

The via count normalized by instance count is 3.943. The floorplan step records an initial core utilization of 14.74%. The final timing report gives a worst setup slack of 0.02624 ns. Yosys attributes the largest share of cell area to sky130_fd_sc_hd__dfxtp_1, sky130_fd_sc_hd__buf_4, sky130_fd_sc_hd__and3_1, sky130_fd_sc_hd__ha_1, sky130_fd_sc_hd__mux2i_1. The share of the clock period used by the worst path is 98.54%. The share of post-route cells with drive strength above 1 is 17.43%. The area growth from synthesis to layout is 99.79%. The global-route wire length before repair is 3.484 mm.

Summing over the stages, the warning tally comes to 30. The clock skew after layout is 0.0002120 ns. The leakage power in the latest report is 0.0007689 uW. Per the Yosys statistics, synthesis produced 70 cells. The most frequent cell on the critical path is sky130_fd_sc_hd__ha_4. For this design the ratio of total power to cell area is 410.7 mW/mm^2.

Setup slack on the worst reg-to-reg path comes out at 0.22 ns. The capture point of the worst register-to-register path is recorded as addr_counter.state[2]. The clock transition at the register clock pins on the worst setup and hold paths after CTS is 0.04 ns.

Summed over all instances, the cell type with the most area after synthesis is sky130_fd_sc_hd__dfxtp_1. The average instance in the mapped netlist occupies 8.544 um^2. The classification of the worst-slack hold path is flip-flop to flip-flop. The number of top-level pins is 77. Per the synthesis report, the single largest cell type by area occupies 23.43% of cell area. Cells fill 29.45% of the core in the end. The count of port buffers added during placement is 47. The global routing report lists combined usage of all routing layers as 5.671%. The number of buffers created by CTS is 3. The delay of the slowest cell on the worst path is 0.33 ns. The die width is 85 um.

After floorplanning, the die was sized to cover 0.007225 mm^2. The library cell contributing the largest single delay on the critical path is sky130_fd_sc_hd__dfxtp_2. The maximum number of pins on one net before global-route repair is 28. In the routed netlist, the antenna diode instances number 0. For the worst flop-to-flop path, the logic depth is 7.

The antenna violation net count after detailed routing is 0.
## critical path: cells and delay by family, from the launching register on
kind / cells / cell delay [ns]
fa+ha+maj: 3 / 0.46
flops: 1 / 0.33
simple gates: 2 / 0.31
buf+inv: 1 / 0.10
## placed cells by master (no fill, tap or decap), types with 2 or more instances in the layout
master	count
sky130_fd_sc_hd__buf_6	2
sky130_fd_sc_hd__dfxtp_1	6
sky130_fd_sc_hd__mux2i_1	6
sky130_fd_sc_hd__ha_1	2
sky130_fd_sc_hd__and3_1	16
sky130_fd_sc_hd__ha_4	4
sky130_fd_sc_hd__clkbuf_8	3
sky130_fd_sc_hd__dlymetal6s2s_1	14
sky130_fd_sc_hd__buf_4	4
sky130_fd_sc_hd__nor2_1	6
sky130_fd_sc_hd__and2_4	2
sky130_fd_sc_hd__and2_1	5
sky130_fd_sc_hd__clkdlybuf4s50_1	29
## per-stage QoR
stage,std cells,total power (uW),instance area [um^2]
floorplan,70,208.2,611.8
global placement,155,271.5,1054
detailed placement,155,273.3,1054
CTS,160,504.7,1146
global route,159,522.0,1195
finish,159,490.7,1195
## worst max-delay path by stage
| stage | startpoint | end | slack (ns) |
|---|---|---|---|
| after CTS | state_reg.state | write_valid_bit | 0.0005 |
| final | state_reg.state | write_valid_bit | 0.03 |
| after global routing | state_reg.state | write_valid_bit | -0.01 |
## synth_stat cells
library cell	number
sky130_fd_sc_hd__nor2b_4	1
sky130_fd_sc_hd__a311oi_1	1
sky130_fd_sc_hd__clkbuf_1	1
sky130_fd_sc_hd__nor2_1	6
sky130_fd_sc_hd__ha_1	6
sky130_fd_sc_hd__buf_4	14
sky130_fd_sc_hd__buf_2	2
sky130_fd_sc_hd__a21oi_1	1
sky130_fd_sc_hd__and2_1	7
sky130_fd_sc_hd__mux2i_1	6
sky130_fd_sc_hd__nand2b_1	1
sky130_fd_sc_hd__and3_1	16
sky130_fd_sc_hd__dfxtp_1	7
sky130_fd_sc_hd__conb_1	1
## metal layers
layer / global-route usage, % / vias up / wire length, um
met5: 0 / - / 0
met1: 7.626 / 281 / 962
li1: - / 301 / -
met4: 0.8982 / 0 / 16
met3: 3.083 / 2 / 316
met2: 7.902 / 43 / 831
## cell families after synthesis
kind of cell    Yosys count  share of synthesized area [%]
simple gates             31                          31.17
buf+inv                  17                          19.87
flops                     7                          23.43
mux                       6                          10.04
fa+ha+maj                 6                          12.55
compound gates            2                          2.301
other cells               1                         0.6270
## report_power, final
part | switching [uW] | internal [uW]
sequential | 3.11 | 159
clock | 64.5 | 153
combinational | 32.8 | 78.4
total | 100 | 390
## layout make-up
type,instances,area (um^2)
Fill cell,413,2863
Sequential cell,7,141.4
Tap cell,50,62.56
Clock buffer,4,45.04
Timing Repair Buffer,52,551.8
Multi-Input combinational cell,46,394.1
## what timing repair did
action                                  in CTS  in global routing
resized                                     22                 18
cloned                                       0                  0
endpoints found under the setup margin      22                 18
pin swaps                                    3                  6
hold buffers                                 0                  0
buffers inserted                             1                  0
Power figures rest on the tool's default switching activity, not on a simulated workload.
