<file path="flow/config.mk">
export PLATFORM = sky130hd
export DESIGN_NAME = Execute_stage
export DESIGN_NICKNAME = Execute_stage
export VERILOG_FILES = /design/flow/design.v
export SDC_FILE = /design/flow/constraint.sdc
export NUM_CORES = 4
export LEC_CHECK = 1
export CORE_UTILIZATION = 50
</file>
<file path="flow/constraint.sdc">
current_design Execute_stage

set clk_period 1.7
set clk_io_pct 0.2

create_clock -name clk0 -period $clk_period

set non_clock_inputs [all_inputs -no_clocks]
set_input_delay [expr $clk_period * $clk_io_pct] -clock clk0 $non_clock_inputs
set_output_delay [expr $clk_period * $clk_io_pct] -clock clk0 [all_outputs]
</file>
<file path="flow/design.v">
module Carry_Look_Ahead_Adder_Megh(
    output [3:0] S_out,	 
    output Cout,	 
    output C3,
	input [3:0] A,
input [3:0]B,	 
    input Cin,			 
    input cntrl			 
	);
    wire [3:0] G,P,C;
	wire [3:0] S;
    assign G = A & B;  
    assign P = A ^ B;  
    assign C[0] = Cin;
    assign C[1] = G[0] | (P[0] & C[0]);
    assign C[2] = G[1] | (P[1] & G[0]) | (P[1] & P[0] & C[0]);
    assign C[3] = G[2] | (P[2] & G[1]) | (P[2] & P[1] & G[0]) |  (P[2] & P[1] & P[0] & C[0]);
	assign C3 = C[3];
    assign Cout = G[3] | (P[3] & G[2]) | (P[3] & P[2] & G[1]) | (P[3] & P[2] & P[1] & G[0]) |(P[3] & P[2] & P[1] & P[0] & C[0]);
    assign S = P ^ C;
	assign S_out = (cntrl) ? ((C[3]^Cout) ? (A[3] ? 4'b1000 : 4'b0111) : S):S;
	endmodule
module Execute_stage(clk, rst, pc_out, ALUOp, RegDst, ALUSrc, PCS_en, rs_data, rt_data, rt, rd, sign_ext_out, ex2ex_inp, mem2ex_inp, fwd_mux_a_sel, fwd_mux_b_sel,
					alu_out, rt_to_mem, dest_reg_out, Flag );
input clk, rst;
input RegDst, ALUSrc, PCS_en;
input [1:0] fwd_mux_a_sel, fwd_mux_b_sel;
input [15:0] rs_data, rt_data, sign_ext_out, ex2ex_inp, mem2ex_inp, pc_out;
input [3:0] rt, rd, ALUOp;
output [15:0] alu_out, rt_to_mem;
output [3:0]  dest_reg_out;
output [2:0] Flag;
wire [15:0] alu_inp_1, alu_inp_2, alu_inp_2_temp, alu_inp_mux_1, alu_inp_mux_2;
assign alu_inp_1 = PCS_en ? pc_out : alu_inp_mux_1;
assign alu_inp_2 = PCS_en ? 16'h0 : alu_inp_2_temp;
fwd_mux fwd_mux_a(.inp_rf(rs_data), .inp_ex2ex(ex2ex_inp), .inp3_mem2ex(mem2ex_inp), .sel(fwd_mux_a_sel), .alu_inp(alu_inp_mux_1));
fwd_mux fwd_mux_b(.inp_rf(rt_data), .inp_ex2ex(ex2ex_inp), .inp3_mem2ex(mem2ex_inp), .sel(fwd_mux_b_sel), .alu_inp(alu_inp_mux_2));
alu_phase_one alu (	.clk(clk), .rst_n(rst), .wen(1'b1), .A(alu_inp_1), .B(alu_inp_2), .opcode(ALUOp), 
					.ALU_OUT_FINAL(alu_out), .FLAGS(Flag));
reg_dst_mux regdst_mux (.RegDst(RegDst), .r_inp(rd), .i_inp(rt), .dest_reg_out(dest_reg_out));
alu_src_mux alusrc_mux (.ALUSrc(ALUSrc), .rf_inp(alu_inp_mux_2), .sign_ext_inp(sign_ext_out), .alu_inp(alu_inp_2_temp));
assign rt_to_mem = alu_inp_mux_2;
endmodule
module add_sub_sat(opcode_bit, A, B, S_out, overflow, negative);
wire cntrl;
assign cntrl = 1'b0;
wire [15:0]S;
output [15:0]S_out;
output negative;
input [15:0]A;
input [15:0]B;
wire Cout;
wire C1,C2,C3,C4;
wire C1_third,C2_third,C3_third,C4_third;
input opcode_bit;
wire [15:0]B_comp;
output overflow;
assign B_comp = (opcode_bit) ? ~B : B;
Carry_Look_Ahead_Adder_Megh CLA1(
    S[3:0],	 
    C1,	 
    C1_third,
	A[3:0],
	B_comp[3:0],	 
    opcode_bit,			 
    cntrl			 
	);
Carry_Look_Ahead_Adder_Megh CLA2(
    S[7:4],	 
    C2,	 
    C2_third,		 
	A[7:4],
	B_comp[7:4],	 
    C1,			 
    cntrl			 
	);
Carry_Look_Ahead_Adder_Megh CLA3(
    S[11:8],	 
    C3,	 
    C3_third,		 
	A[11:8],
	B_comp[11:8],	 
    C2,			 
    cntrl			 
	);
Carry_Look_Ahead_Adder_Megh CLA4(
    S[15:12],	 
    Cout,	 
    C4_third,		 
	A[15:12],
	B_comp[15:12],	 
    C3,			 
    cntrl			 
	);
assign overflow = (C4_third^Cout);	
assign S_out = (overflow) ? (A[15] ? 16'h8000 : 16'h7FFF) : S;
assign negative = S_out[15];
endmodule
module alu_paddsb(input [15:0]A,
				  input [15:0]B,
				  output [15:0]S
					);
wire ctrl;
wire C1,C2,C3,C4;
wire C1_third,C2_third,C3_third,C4_third;
wire opcode_bit;
assign opcode_bit = 0;
assign ctrl = 1;
Carry_Look_Ahead_Adder_Megh CLA1(
    S[3:0],	 
    C1,	 
    C1_third,
	A[3:0],
	B[3:0],	 
    opcode_bit,			 
    cntrl			 
	);
Carry_Look_Ahead_Adder_Megh CLA2(
    S[7:4],	 
    C2,	 
    C2_third,		 
	A[7:4],
	B[7:4],	 
    C1,			 
    cntrl			 
	);
Carry_Look_Ahead_Adder_Megh CLA3(
    S[11:8],	 
    C3,	 
    C3_third,		 
	A[11:8],
	B[11:8],	 
    C2,			 
    cntrl			 
	);
Carry_Look_Ahead_Adder_Megh CLA4(
    S[15:12],	 
    C4,	 
    C4_third,		 
	A[15:12],
	B[15:12],	 
    C3,			 
    cntrl			 
	);
endmodule
module alu_phase_one(input clk, input rst_n, input wen, input [15:0]A,
					 input [15:0]B,
					 input [3:0]opcode,
					 output [15:0]ALU_OUT_FINAL,
					 output [2:0]FLAGS);
reg [15:0]ALU_OUT;
wire [15:0]add_sub_out;
wire [15:0]xor_out;
wire [15:0]red_out;
wire [15:0]shift_out;
wire [15:0]paddsb_out;
reg overflow = 0;
reg negative = 0;
reg zero = 0;
reg rotate;
reg right;
reg opcode_bit;
wire overflow_adder;
wire neg_adder;
add_sub_sat AS1(opcode_bit, A, B, add_sub_out, overflow_adder, neg_adder);
alu_xor X1( xor_out,	 
			A,B	 
			);
alu_red RED1(red_out,
			 A,
			 B
				);
alu_shifter SHIFT1(shift_out, B[3:0], rotate, right, A);
alu_paddsb PADD1(A,
				 B,
				 paddsb_out);
assign FLAGS = {negative, overflow, zero};
always @(*)
begin
    case (opcode)
      4'b0000  : 	 
	  begin
	  opcode_bit = 0; ALU_OUT = add_sub_out; overflow = overflow_adder; negative = neg_adder;
	  zero = (~(|ALU_OUT));
      end
	  4'b0001  :  
	  begin
	  opcode_bit = 1; ALU_OUT = add_sub_out; overflow = overflow_adder; negative = neg_adder; zero = (~(|ALU_OUT));
      end
	  4'b0010  : begin	 
	  ALU_OUT = xor_out;
	  zero = (~(|ALU_OUT));
	  end
	  4'b0011  : begin   
	  ALU_OUT = red_out;
	  end
	  4'b0100  : 	 
	  begin
	  rotate = 0; right = 0; ALU_OUT = shift_out; zero = (~(|ALU_OUT));
	  end		
	  4'b0101  : 	 
	  begin
	  rotate = 0; right = 1; ALU_OUT = shift_out;zero = (~(|ALU_OUT));
	  end
	  4'b0110  : 	 
	  begin
	  rotate = 1; right = 0; ALU_OUT = shift_out;zero = (~(|ALU_OUT));
	  end
	  4'b0111  : begin		 
	  ALU_OUT = paddsb_out;
	  end
	  4'b1000  :  
	  begin
	  opcode_bit = 0; ALU_OUT = add_sub_out; 
	  end
	  4'b1001  : 	 
	  begin	
	  opcode_bit = 0; ALU_OUT = add_sub_out; 
	  end
	  4'b1010:	 
	  begin
	  ALU_OUT = {A[15:8],B[7:0]};
	  end
	  4'b1011:	 
	  begin
	  ALU_OUT = {B[15:8],A[7:0]};
	  end
	  4'b1100:	 
	  begin
	  ALU_OUT = A;	 
	  end
	  4'b1101:	 
	  begin
	  ALU_OUT = A;
	  end
	  4'b1110:	 
	  begin
	  opcode_bit = 0; ALU_OUT = add_sub_out;
	  end
	  4'b1111:   
	  begin
	  end
	  default : 
	  begin
	  ALU_OUT = 0; overflow = 1'b0; negative = 1'b0; zero=1'b0;
	  end
    endcase
end
assign ALU_OUT_FINAL = ALU_OUT;
endmodule
module alu_red(output [15:0]red,
			   input [15:0]A,
			   input [15:0]B
				);
    wire opcode_bit;
    wire cntrl;
    assign cntrl = 0;
    assign opcode_bit = 0;
    wire [7:0] AB1_sum, AB2_sum;		 
    wire C1,C2,C3,C4,C5, C6, C7;			 
    wire C1_third,C2_third,C3_third,C4_third, C5_third, C6_third , C7_third;
    wire [11:0] red_out;
    Carry_Look_Ahead_Adder_Megh AB11(
        AB1_sum[3:0],
        C1,
        C1_third,
        A[3:0],
        B[3:0],
        1'b0,
        cntrl
    );
    Carry_Look_Ahead_Adder_Megh AB12(
        AB1_sum[7:4],
        C2,
        C2_third,
        A[7:4],
        B[7:4],
        C1,
        cntrl
    );
    wire [8:0] AB1;
    assign AB1 = {C2, AB1_sum};
    Carry_Look_Ahead_Adder_Megh AB21(
        AB2_sum[3:0],
        C3,
        C3_third,
        A[11:8],
        B[11:8],
        1'b0,
        cntrl
    );
    Carry_Look_Ahead_Adder_Megh AB22(
        AB2_sum[7:4],
        C4,
        C4_third,
        A[15:12],
        B[15:12],
        C3,
        cntrl
    );
    wire [8:0] AB2;
    assign AB2 = {C4, AB2_sum};
    Carry_Look_Ahead_Adder_Megh RED1(
        red_out[3:0],
        C5,
        C5_third,
        AB1[3:0],
        AB2[3:0],
        1'b0,
        cntrl
    );
    Carry_Look_Ahead_Adder_Megh RED2(
        red_out[7:4],
        C6,
        C6_third,
        AB1[7:4],
        AB2[7:4],
        C5,
        cntrl
    );
    Carry_Look_Ahead_Adder_Megh RED3(
        red_out[11:8],
        C7,
        C7_third,
        {4{AB1[8]}},
        {4{AB2[8]}},
        C6,
        cntrl
    );
    assign red[11:0] = red_out;
    assign red[15:12] = {4{C7}};
endmodule
module alu_shifter(res, amt, rotate, right, src);
input [3:0]amt;
input right;
input rotate;
input [15:0]src;		 
output [15:0]res;		 
wire [15:0]res1,res2,res3;
assign res1 = (rotate) ? ((amt[0]) ? {src[0],src[15:1]} : {src[15:0]} ):
						  (right) ? ((amt[0]) ? {src[15],src[15:1]} : {src[15:0]} ) :
						  ((amt[0]) ? {src[14:0],1'b0} : {src[15:0]} );
assign res2 = (rotate) ? ((amt[1]) ? {res1[1:0],res1[15:2]} : {res1[15:0]} ): 
						 (right) ? ((amt[1]) ? {{2{src[15]}},res1[15:2]} : {res1[15:0]} ) : 
						 ((amt[1]) ? {res1[13:0],2'b00} : {res1[15:0]} );
assign res3 = (rotate) ? ((amt[2]) ? {res2[3:0],res2[15:4]} : {res2[15:0]} ): 
						 (right) ?  ((amt[2]) ? {{4{src[15]}},res2[15:4]} : {res2[15:0]} ):
						 ((amt[2]) ? {res2[11:0],4'b000} : {res2[15:0]} );
assign res = (rotate) ? ((amt[3]) ? {res3[7:0],res3[15:8]} : {res3[15:0]} ): 
						(right) ? ((amt[3]) ? {{8{src[15]}},res3[15:8]} : {res3[15:0]} ) :
						((amt[3]) ? {res3[7:0],8'b00000000} : {res3[15:0]} );
endmodule
module alu_src_mux(ALUSrc, rf_inp, sign_ext_inp, alu_inp);
input ALUSrc;
input [15:0] rf_inp, sign_ext_inp;
output [15:0] alu_inp;
assign alu_inp = ALUSrc ? sign_ext_inp : rf_inp;
endmodule
module alu_xor( output [15:0] XOR_out,	 
	input [15:0] A,B	 
	);
assign XOR_out = A^B;
endmodule
module fwd_mux(inp_rf, inp_ex2ex, inp3_mem2ex, sel, alu_inp);
input [1:0] sel;
input [15:0] inp_rf, inp_ex2ex, inp3_mem2ex;
output [15:0] alu_inp;
localparam NO_FWD 	= 2'b00;
localparam EX2EX	= 2'b01;
localparam MEM2EX	= 2'b10;
assign alu_inp = (sel == EX2EX) ? inp_ex2ex : (sel == MEM2EX) ? inp3_mem2ex : inp_rf;
endmodule
module reg_dst_mux(RegDst, r_inp, i_inp, dest_reg_out);
input RegDst;
input [3:0] r_inp, i_inp;
output [3:0] dest_reg_out;
assign dest_reg_out = RegDst ? r_inp : i_inp;
endmodule
</file>
<file path="flow/run.sh">
#!/bin/bash
# OpenROAD 26Q1-2900-gdf79404cd8, Yosys 0.63+post, stock flow scripts
make -C /OpenROAD-flow-scripts/flow DESIGN_CONFIG=/design/flow/config.mk WORK_HOME=/design/flow/orfs finish
</file>
==> results.txt <==
Results of the full flow below.

Final timing:
- The timer found 22 register pins that no clock reaches; their paths are not timed.
- At the pin with the least slew margin, the transition time is 1.00 ns.
- The run gives the maximum clock frequency as around 560 MHz.
- Checking max transition, the worst relative margin is 0.324.
- The run gives the number of setup violations in the final report as 2.
- The run gives the final-report hold violation count as 0.
- The run gives the final worst-path setup slack as -0.0930 ns.
- The run puts the count of endpoints without a timing constraint at 41.
- The run gives the period utilization as 1.05.
- The run puts the final hold slack at 1.05 ns.
- The run gives the time the worst path needs with I/O delays and setup as around 1.8 ns.
- The run gives the aggregate negative setup slack as -0.132 ns.
- Counting pins that exceed their max-slew limit in the final report gives 0.

Logic synthesis:
- Synthesis instantiated 84 different standard cells from the library.
- The run puts the simple-gate share of the synthesized area at 0.249.
- Among all flip-flop cells after synthesis, the most frequent one is sky130_fd_sc_hd__dlxtn_1.
- The run gives the post-synthesis adder-cell area fraction as 0.110.
- The synthesis log from Yosys contains 3 warnings.
- The run puts the mean instance size in the synthesized netlist at 6.76 µm².
- The run gives the multiplexer area fraction after synthesis as 0.0833.
- The run puts the synthesis-stage register bit count at 22.
- The run gives the synthesis area per yosys as 6670 µm².
- After technology mapping, the gate count stands at roughly 1000.
- The run puts the yosys stat cell total at 987.
- Of the total synthesized cell area, the portion taken by XOR and XNOR cells is 0.0642.
- In this run, the synthesized area fraction spent on AND-OR/OR-AND gates is recorded as 0.368.
- The run gives the share of the synthesized area in the top cell type as 0.0709.
- Summed over all instances, the cell type with the most area after synthesis is sky130_fd_sc_hd__nor2_1.
- The run gives the mapped cell area as around 6700 µm².
- The run gives the dominant kind of combinational cell as AND-OR/OR-AND gates.
- The post-synth count of flops with an enable pin is 0.
- After synthesis, the cell types taking the most area are sky130_fd_sc_hd__nor2_1 7.1%, sky130_fd_sc_hd__ha_1 6.9%, sky130_fd_sc_hd__a21oi_1 6.5%.
- Of all flip-flops after synthesis, the portion carrying an async set or reset was 0.

Floorplanning:
- The run puts the number of top-level pins at 156.
- After floorplanning, the die was sized to cover 13800 µm².
- The floorplan step records an initial core utilization of 0.520.
- The run gives the core outline area as roughly 13000 µm².
- The report lists the number of standard-cell rows as 41.
- The run gives the die outline width as ~120 µm.
- The die is roughly 120 µm tall.

Worst hold path:
- In this run the most critical hold path is launched from rt_data[0].
- The most critical min-delay path falls under in -> out.

Pwr:
- The run puts the worst ir drop on vdd at between 0.3 and 0.4 mV.
- The run gives the total leakage power as 3.69 nW.
- The run gives the power density over the cells as between 400 and 500 nW/µm².

GRT:
- The run gives the overall overflow remaining after global route as 0.
- The run gives the initial antenna violation count as 0.
- Entering global routing, the biggest net connects 55 pins.
- Across every metal layer, demand over resource in global routing totals 0.432.
- The first global-routing pass estimated between 40000 and 50000 µm of wire.
- The run puts the via count of the first global-routing pass at 8060.

Finish:
- Leaving out fill and tap cells, the most frequent cell in the layout is sky130_fd_sc_hd__nor2_1.
- The run puts the fraction of layout instances using a drive strength above 1 at 0.139.
- Excluding fillers, the count of instances in the completed layout stands at 1325.
- The run gives the area overhead of the layout relative to synthesis as 32.5%.
- The library cells used most frequently in the layout, excluding fill and tap cells, are 119 x sky130_fd_sc_hd__nor2_1, 105 x sky130_fd_sc_hd__clkdlybuf4s50_1, 85 x sky130_fd_sc_hd__a21oi_1.
- The run gives the count of filler cells inserted in the layout as about 1.1k.

Run:
- The run gives the max-cap check violation count as 0.
- The run gives the count of tool warnings as 38.

Placement:
- The run puts the estimated wirelength of the detail-placed design at approximately 23000 µm.
- The run gives the port buffer count as 154.
- RePlAce ended its routability-driven mode at a weighted congestion of 1.05.
- The run gives the worst slack after detailed placement as -0.767 ns.
- After detailed placement, the design holds a cell count of 1309.

Routing:
- For this run, the detailed router reports a per-instance via density of 6.78.
- The run puts the first-pass iteration count of the detailed router at 6.
- The repair_antennas step left the layout with diodes totalling 0.
- Per the detail_route report, routed wire per instance is 22.6 µm.
- The run puts the DRC marker count from the first detailed-route iteration at about 1.2k.
- The run gives the post-route antenna net violation count as 0.
- For this run, design rule violations remaining after detail routing come to 0.
- Summing over every cut layer, the via total after detailed routing is 8982.
- The run gives the final routed wirelength across all metal layers as approximately 30000 µm.

Setup path:
- The run gives the critical path endpoint as rt_to_mem[1].
- The run gives the buffers plus inverters on the worst setup path as 5.
- The run gives the critical path data arrival time as 1.45 ns.
- For reference, the critical path cell chain is buf_12 > buf_8 > buf_4 > buf_4 > nor3b_1 > a211oi_2 > dlymetal6s2s_1.
- Among the stages of the critical path, the cell type that occurs most often is sky130_fd_sc_hd__buf_4.
- The run gives the slowest stage cell on the critical path as sky130_fd_sc_hd__nor3b_1.
- By startpoint and endpoint, the worst setup path is classified as in -> out.
- The run gives the type of destination of the critical path as a primary output.
- Counting buffers and inverters, the worst setup path is 7 cells deep.
- The run gives the family with the most delay on the worst path as buffers and inverters.
- The run puts the delay of the slowest cell on the worst path at 0.32 ns.
- The run gives the worst endpoint required time as 1.36 ns.
- The critical path starts at fwd_mux_b_sel[1].
- The report shows a maximum critical-path fanout of 6.
- STA classifies the critical path startpoint as an input port.

Run status:
- The run finished, with violations left.
- The final reports fail on setup timing.

Clocking:
- The run puts the number of hold buffers added after CTS at 0.
final cells by class:
| cell class | instances | area [µm²] | area share |
|---|---|---|---|
| inverter | 47 | 176 | 0.0200 |
| timing repair buffer | 238 | 2170 | 0.245 |
| tap | 172 | 215 | 0.0244 |
| sequential | 22 | 330 | 0.0374 |
| multi-input combinational | 846 | 5950 | 0.673 |
registers in the layout, summed over array words and instances, names as in the netlist:
name,cells
alu.ALU_OUT,16
alu.negative,1
alu.opcode_bit,1
alu.overflow,1
alu.right,1
alu.rotate,1
alu.zero,1
how the worst min path moves through the flow:
stage,end,cells past startpoint
after CTS,dest_reg_out[0],3
after global routing,rt_to_mem[0],4
final,rt_to_mem[0],4
synth_stat cells (all sizes together), types with 18 or more instances:
| cell | number |
|---|---|
| nor2 | 126 |
| a211oi | 22 |
| dlxtn | 22 |
| mux2 | 18 |
| ha | 37 |
| nor3 | 23 |
| a21oi | 89 |
| o21ai | 66 |
| mux2i | 34 |
| nand3 | 21 |
| o22ai | 22 |
| buf | 32 |
| o211ai | 20 |
| clkbuf | 40 |
| inv | 47 |
| nand2 | 61 |
| xnor2 | 34 |
timing repair:
action,4_1_cts,5_1_grt
setup endpoints to repair,20,8
pin swaps,13,10
gates resized,78,23
buffers inserted,12,5
metal layers:
layer / part of all wire / global-route usage
met4: 0.045 / 0.132
met3: 0.15 / 0.124
met1: 0.40 / 0.620
met5: 0 / 0
met2: 0.40 / 0.630
stage by stage:
step | instance area (µm²) | total power, mW | util
finish | 8830 | 4.19 | 0.689
global route | 8830 | 4.52 | 0.689
CTS | 8730 | 4.01 | 0.681
detailed placement | 8600 | 3.97 | 0.671
global placement | 8600 | 3.97 | 0.671
floorplan | 6670 | 2.67 | -
where the power goes:
group          internal, mW  switching [mW]
registers            0.0548          0.0121
clock network             0               0
logic                  1.75            2.38
total                  1.80            2.39
kinds of logic (layout without fill, tap and decap cells):
kind of cell | Yosys count | in the layout
compound gates | 358 | 358
simple gates | 337 | 337
buf+inv | 119 | 285
mux | 52 | 52
fa+ha+maj | 51 | 51
xor+xnor | 48 | 48
latches | 22 | 22
No activity file was given, so power comes from the tool's default toggle rates.
