File: flow/config.mk
export PLATFORM = sky130hd
export DESIGN_NAME = ID_EX_buffer
export DESIGN_NICKNAME = ID_EX_buffer
export VERILOG_FILES = /design/flow/design.v
export SDC_FILE = /design/flow/constraint.sdc
export NUM_CORES = 4
export LEC_CHECK = 1
export CORE_UTILIZATION = 30
File: flow/constraint.sdc
current_design ID_EX_buffer

set clk_period 1.0
set clk_io_pct 0.2

create_clock -name clk0 -period $clk_period [get_ports {clk}]

set non_clock_inputs [all_inputs -no_clocks]
set_input_delay [expr $clk_period * $clk_io_pct] -clock clk0 $non_clock_inputs
set_output_delay [expr $clk_period * $clk_io_pct] -clock clk0 [all_outputs]
File: flow/design.v
module dff (q, d, wen, clk, rst);
    output         q;  
    input          d;  
    input 	   wen;  
    input          clk;  
    input          rst;  
    reg            state;
    assign q = state;
    always @(posedge clk) begin
      state = rst ? 0 : (wen ? d : state);
    end
endmodule
module ID_EX_buffer(input clk,
					input rst,
					input hlt,
					input stall,  
					input memtoreg_in,
					input regwrite_in,
					input memread_in,
					input memwrite_in,
					input [3:0]ALUOp_in,
					input RegDst_in,
					input ALUSrc_in,
					input [15:0] pc_out_two,
					input PCS_en_in,
					input [15:0]register_1,
					input [15:0]register_2,
					input [15:0]sign_ext,
					input [3:0]reg_rs,	 
					input [3:0]reg_rt,	 
					input [3:0]reg_rd,
					output memtoreg,
					output regwrite,
					output memread,
					output memwrite,
					output [3:0]ALUOp,
					output RegDst,
					output ALUSrc,
					output PCS_en,
					output [15:0] pc_out_two_out,
					output [15:0]register_1_out,
					output [15:0]register_2_out,
					output [3:0]rs,
					output [3:0]rt,
					output [3:0]rd,
					output [15:0]sign_ext_out,
					output IDEX_hlt
					);
dff ID_EX_RegWrite(.q(regwrite), .d(regwrite_in), .wen(stall), .clk(clk), .rst(rst));
dff ID_EX_MEMtoreg(.q(memtoreg), .d(memtoreg_in), .wen(stall), .clk(clk), .rst(rst));
dff ID_EX_PCS_en(.q(PCS_en), .d(PCS_en_in), .wen(stall), .clk(clk), .rst(rst));
dff ID_EX_hlt(.q(IDEX_hlt), .d(hlt), .wen(stall), .clk(clk), .rst(rst));
dff2_bit ID_EX_EXreg(.q({RegDst,ALUSrc}), .d({RegDst_in,ALUSrc_in}), .wen(stall), .clk(clk), .rst(rst));
dff2_bit ID_EX_MEMreg(.q({memread,memwrite}), .d({memread_in,memwrite_in}), .wen(stall), .clk(clk), .rst(rst));
dff4_bit aluop_reg(.q(ALUOp), .d(ALUOp_in), .wen(stall), .clk(clk), .rst(rst));
dff16_bit pc_out_2(.q(pc_out_two_out), .d(pc_out_two), .wen(stall), .clk(clk), .rst(rst));
dff16_bit Readdata2(.q(register_2_out), .d(register_2), .wen(stall), .clk(clk), .rst(rst));
dff16_bit Readdata1(.q(register_1_out), .d(register_1), .wen(stall), .clk(clk), .rst(rst));
dff4_bit rs_reg(.q(rs), .d(reg_rs), .wen(stall), .clk(clk), .rst(rst));
dff4_bit rt_reg(.q(rt), .d(reg_rt), .wen(stall), .clk(clk), .rst(rst));
dff4_bit rd_reg(.q(rd), .d(reg_rd), .wen(stall), .clk(clk), .rst(rst));
dff16_bit signextend_reg(.q(sign_ext_out), .d(sign_ext), .wen(stall), .clk(clk), .rst(rst));
endmodule
module dff16_bit (q, d, wen, clk, rst);
    output         [15:0]q;  
    input          [15:0]d;  
    input 	   	   wen;  
    input          clk;  
    input          rst;  
    reg            [15:0]state;
    assign q = state;
    always @(posedge clk) begin
      state = rst ? 0 : (wen ? d : state);
    end
endmodule
module dff2_bit (q, d, wen, clk, rst);
    output         [1:0]q;  
    input          [1:0]d;  
    input 	   	   wen;  
    input          clk;  
    input          rst;  
    reg            [1:0]state;
    assign q = state;
    always @(posedge clk) begin
      state = rst ? 0 : (wen ? d : state);
    end
endmodule
module dff4_bit (q, d, wen, clk, rst);
    output         [3:0]q;  
    input          [3:0]d;  
    input 	   	   wen;  
    input          clk;  
    input          rst;  
    reg            [3:0]state;
    assign q = state;
    always @(posedge clk) begin
      state = rst ? 0 : (wen ? d : state);
    end
endmodule
File: flow/run.sh
#!/bin/bash
# OpenROAD 26Q1-2900-gdf79404cd8, Yosys 0.63+post, stock flow scripts
make -C /OpenROAD-flow-scripts/flow DESIGN_CONFIG=/design/flow/config.mk WORK_HOME=/design/flow/orfs finish
==> out/qor.log <==
qor: yosys.syn-cell-area 0.00311 mm²
qor: setup_path.path_delay_family flip-flops
qor: grt.grt_antenna_before_repair 0
qor: job.warning_count 27
qor: timing.finalCriticalPeriod 0.977 ns
qor: clock_tree.cts_htree_levels 3
qor: yosys.synth-seq-area-share 56.6%
qor: cells_and_area.flow.area_growth_from_synthesis 58.0%
qor: routing.tritonroute_pass_1_iters 4
qor: die.chipHeight 104 µm
qor: grt.first_global_vias 2354
qor: cells_and_area.drive_gt1_share 43.0%
qor: setup_path.timing.critical_path.slowest_cell_delay 0.33 ns
qor: setup_path.crit_fanout 2
qor: timing.max_slew.worst_pin.slew 0.213 ns
qor: timing.drv_slew 0
qor: timing.timing.clock.skew 0 ns
qor: die.chip_area 0.0108 mm²
qor: clock_tree.clock_sink_count 88
qor: yosys.netlist.top_cell.by_area sky130_fd_sc_hd__dfxtp_1
qor: clock_tree.tritoncts.num_buffers 9
qor: power.post-layout-total-power 0.00725 W
qor: yosys.ys.warnings.count 4
qor: clock_tree.clock_tree.root_cell sky130_fd_sc_hd__clkbuf_8
qor: yosys.post_synth.cell_area_avg 11.0 µm²
qor: placed_design.port_buffers 178
qor: yosys.synthTopCellsByArea sky130_fd_sc_hd__dfxtp_1 57%, sky130_fd_sc_hd__mux2i_1 28%, sky130_fd_sc_hd__nor2_1 11%
qor: grt.grt_start_max_net_pins 30
qor: routing.violation_count_after_the_first_detailed_route_iteration 38
qor: cells_and_area.final-comb-area 0.00121 mm²
qor: die.core_area 0.00991 mm²
qor: clock_tree.tritoncts yes
qor: grt.grt-ovfl-total 0
qor: power.pwr_density 1470 mW/mm²
qor: routing.diodes 0
qor: routing.routedWlPerCell 13.1 µm
qor: timing.number_of_failing_setup_endpoints_in_the_final_timing_report 0
qor: die.initCoreUtil 31.4%
qor: setup_path.setup.worst_path.end_class output port
qor: yosys.ys_types 8
qor: routing.routed-via-count 2540
qor: timing.setup_slack 0.0228 ns
qor: setup_path.timing.critical_path.cells buf_2
qor: timing.finalClockPeriodUsage 97.7%
qor: routing.ant_nets 0
qor: die.num_rows 36
qor: timing.final.setup.tns 0 ns
qor: clock_tree.worst_setup_hold_path_clk_slew 0.08 ns
qor: worst_hold_path.timing.hold.worst.class primary input to flip-flop
qor: yosys.yosys-stat-cells 284
qor: cells_and_area.fill_cells 929
qor: routing.routed_via_density 4.23
qor: setup_path.worstPathBufferInverterCount 1
qor: clock_tree.cts_hold_buffers 0
qor: yosys.post_synth_inst_count 284
qor: placed_design.gpl.final_weighted_congestion 0.758
qor: grt.grtUsageTotal 14.6%
qor: routing.drc 0
qor: setup_path.critPathLaunchType flip-flop
qor: setup_path.worst-setup-path-type flip-flop to output port
qor: timing.max_clock_freq 1.02 GHz
qor: power.leakage 2.39 nW
qor: yosys.synth-area-yosys 0.00311 mm²
qor: setup_path.timing.critical_path.slowest_stage_cell sky130_fd_sc_hd__dfxtp_2
qor: clock_tree.clock_tree.buffer_depth 2
qor: setup_path.crit_required 0.80 ns
qor: grt.grt_first_pass_wirelength 12.5 mm
qor: cells_and_area.flop_area 0.00187 mm²
qor: die.top_level_ports 179
qor: yosys.post-synth-top-area-fraction 56.6%
qor: timing.slew_headroom 85.8%
qor: timing.grt_setup_unrepaired yes
qor: cells_and_area.most-common-layout-cells 88 x sky130_fd_sc_hd__dfxtp_2, 88 x sky130_fd_sc_hd__mux2i_1, 88 x sky130_fd_sc_hd__nor2_1, 88 x sky130_fd_sc_hd__clkdlybuf4s50_1, 88 x sky130_fd_sc_hd__buf_2
qor: die.chipWidth 104 µm
qor: job.max_cap_violations 0
qor: yosys.synth_flops 88
qor: cells_and_area.postLayoutCoreUtil 49.7%
qor: placed_design.detailedPlace.worstSlack -0.00972 ns
qor: routing.drt-total-wl 7.86 mm
qor: setup_path.cp.arrival 0.78 ns
qor: timing.report.final.hold_viol_count 0
qor: placed_design.hpwlAfterDp 5.59 mm
qor: power.peak_vdd_ir 0.00109 V
qor: clock_tree.clk-insertion-delay-late 0.34 ns
qor: outcome.outcome complete, no violations
==> flip-flops by register name (all words and copies together), names as in the netlist <==
register / cells
ID_EX_PCS_en.state: 1
ID_EX_RegWrite.state: 1
ID_EX_hlt.state: 1
ID_EX_EXreg.state: 2
ID_EX_MEMtoreg.state: 1
Readdata2.state: 16
Readdata1.state: 16
aluop_reg.state: 4
ID_EX_MEMreg.state: 2
rt_reg.state: 4
rs_reg.state: 4
rd_reg.state: 4
signextend_reg.state: 16
pc_out_2.state: 16
==> final cells by class <==
cell class	instances	area share [%]
clock buffers	11	2.67
repair buffers	187	30.1
well taps	133	3.38
clock inverters	5	1.17
multi-input cells	176	24.6
flip-flops and latches	88	38.0
==> layer usage <==
metal | part of all wire, % | GRT usage, % | routed length [µm]
met5 | 0 | 0 | 0
met4 | 1.5 | 1.63 | 116
met3 | 8.2 | 4.21 | 648
met2 | 46 | 23.0 | 3600
met1 | 44 | 21.2 | 3500
==> where the power goes <==
| part | switching (W) | leakage, nW | internal, W |
|---|---|---|---|
| Combinational | 0.000349 | 1.55 | 0.000690 |
| Sequential | 0.0000882 | 0.758 | 0.00375 |
| Clock | 0.00122 | 0.0856 | 0.00115 |
| Total | 0.00166 | 2.39 | 0.00559 |
==> timing repair <==
action / CTS / global route
endpoints found under the setup margin: 88 / 65
buffers inserted: 0 / 1
pin swaps: 0 / 0
gates resized: 354 / 1
==> per-stage QoR <==
step,std cells,hold slack (ns),instance area (µm²)
2_1_floorplan,284,0.347,3110
3_3_place_gp,583,0.471,5050
3_5_place_dp,583,0.479,5050
4_1_cts,599,0.156,4910
5_1_grt,600,0.188,4920
6_report,600,0.173,4920
==> cells by family (layout without fill, tap and decap cells) <==
logic type	count (synthesis)	in the layout	synth area share (%)
DFF	88	88	56.6
buffers and inverters	20	203	4.54
and+or+nand+nor	88	88	10.6
muxes	88	88	28.3
==> synthesized netlist by cell type <==
cell type	count
sky130_fd_sc_hd__dfxtp_1	88
sky130_fd_sc_hd__buf_1	1
sky130_fd_sc_hd__buf_8	3
sky130_fd_sc_hd__mux2i_1	88
sky130_fd_sc_hd__buf_2	2
sky130_fd_sc_hd__clkbuf_1	6
sky130_fd_sc_hd__nor2_1	88
sky130_fd_sc_hd__buf_4	8
==> final timing paths <==
| kind | from | cells after the start | slack [ns] | endpoint |
|---|---|---|---|---|
| setup / recovery | Readdata1.state[6] | 1 | 0.02 | register_1_out[6] |
| hold / removal | rst | 2 | 0.17 | ID_EX_MEMtoreg.state |
| hold reg to reg | signextend_reg.state[11] | 2 | 0.48 | signextend_reg.state[11] |
| setup reg to reg | Readdata2.state[6] | 3 | 0.29 | Readdata2.state[6] |
Power is estimated from default activity; no workload was simulated.
